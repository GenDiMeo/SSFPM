<file path="./design.v">
module MMssm_corr2_n23_m18(a, b, ris);
input wire [22:0] a;
input wire [22:0] b;
output wire [25:0] ris;
wire alfa_a, alfa_b;
reg  [17:0] assm, bssm;
assign alfa_a = (a[22] || a[21] || a[20] || a[19] || a[18]);
assign alfa_b = (b[22] || b[21] || b[20] || b[19] || b[18]);
always@* begin
    case({alfa_a,alfa_b})
        2'b00 : assm <= a[17:12];
        2'b01 : assm <= a[17:12];
        2'b10 : assm <= a[22:17];
        default: assm <= a[22:14];
    endcase
end
always@* begin
    case({alfa_a,alfa_b})
        2'b00 : bssm <= b[17:11];
        2'b01 : bssm <= b[22:16];
        2'b10 : bssm <= b[17:11];
        default: bssm <= b[22:14];
    endcase
end
reg [17:0] assum,bssum;
always@* begin
    case({alfa_a,alfa_b})
        2'b00 : assum <= a[17:0];
        2'b01 : assum <= a[17:5];
        2'b10 : assum <= a[22:5];
        default: assum <= a[22:5];
    endcase
end
always@* begin
    case({alfa_a,alfa_b})
        2'b00 : bssum <= b[17:0];
        2'b01 : bssum <= b[22:5];
        2'b10 : bssum <= b[17:5];
        default: bssum <= b[22:5];
    endcase
end
wire f11;
assign f11= alfa_a && alfa_b;
wire [19:0] correction_MSP;
assign correction_MSP = {(((a[13] && b[22]) || (b[13] && a[22])) && f11), (((a[13] && b[21]) || (b[13] && a[21])) && f11), 7'd0};
wire [19:0] mac_ssm;
assign mac_ssm = assm*   bssm + assum + bssum + correction_MSP;
assign ris = ({alfa_a, alfa_b}==2'd0)? {mac_ssm,1'd0} : {mac_ssm, 6'd0};
endmodule
</file>
<file path="./config.mk">
export PLATFORM = sky130hd
export DESIGN_NAME = MMssm_corr2_n23_m18
export DESIGN_NICKNAME = MMssm_corr2_n23_m18
export VERILOG_FILES = /design/flow/design.v
export SDC_FILE = /design/flow/constraint.sdc
export NUM_CORES = 4
export LEC_CHECK = 1
export CORE_UTILIZATION = 30
</file>
<file path="./run.sh">
#!/bin/bash
# OpenROAD 26Q1-2900-gdf79404cd8, Yosys 0.63+post, stock flow scripts
make -C /OpenROAD-flow-scripts/flow DESIGN_CONFIG=/design/flow/config.mk WORK_HOME=/design/flow/orfs finish
</file>
<file path="./constraint.sdc">
current_design MMssm_corr2_n23_m18

set clk_period 21.0
set clk_io_pct 0.2

create_clock -name clk0 -period $clk_period

set non_clock_inputs [all_inputs -no_clocks]
set_input_delay [expr $clk_period * $clk_io_pct] -clock clk0 $non_clock_inputs
set_output_delay [expr $clk_period * $clk_io_pct] -clock clk0 [all_outputs]
</file>
==> flow_summary.toml <==
# synthesis and place-and-route metrics
[routing]
drtPass1Iterations = 5
drt-total-wl_um = 13700
num_antenna_cells = 0
drt_iter0_markers = 211
drcViolationCount = 0
drt.antenna.violating_nets = 0
wire_per_inst_um = 14.7
viasPerCell = 4.67
via_count = 4362

[floorplan]
fp.dieH_um = 133
num_rows = 47
fp_util_pct = 30.9
die_w_um = 133
fp.coreArea_um2 = 16600
dieArea_um2 = 17700
io_pins = 72

[sta]
maxSlewViolCount = 0
fmax_mhz = 64.0
rsz0062_at_grt = "no"
fin_setup_tns_ps = 0
period_minus_slack_ps = 15630
finalHoldViolCount = 0
finalCritPeriodShare_pct = 74.4
tightest_slew_ps = 794
slew_headroom_pct = 46.9
finalSetupViolCount = 0
setup_slack_ps = 5370

[place]
pre_cts_ws_ps = 5490
port_buffers = 71
place_hpwl_um = 11900
gp_routability_congestion = 0.963
dp.cells = 935

[setup_path]
path_class = "input port to output pin"
start_kind = "input port"
crit_arrival_ps = 11430
end_kind = "output pin"
crit_fanout = 22
crit_required_ps = 16800

[logic_synthesis]
syn_area_per_cell_um2 = 7.70
netlist_instances = 668
top_cell_area_share_pct = 32.7
post-synth-top-area-cell = "fa_1"
topCellsByArea = "fa_1 33%, ha_1 16%, nand2_1 10%"
ys_seq_share_pct = 0
synth_warnings = 1
ys_area_um2 = 5140
synth_cell_types = 56
synth_stat.cells = 668
syn_area_um2 = 5140

[run_status]
status = "finished, final reports clean"

[finish]
final_cells = 935
regArea_um2 = 0
clkbuf_count = 0
area_growth_pct = 16.1
seq_cells = 0
final_util_pct = 35.9
n_fill_cell = 1757
drive_above_1_share_pct = 3.50
logic_area_um2 = 4500

[clock_network]
cts_setup_buffers = 0
cts_resized = 0
ctsHoldBuffers = 0

[global_route]
grt_first_pass_wirelength_um = 23100
grt_max_degree = 51
grt_pass1_vias = 4458
grtUsageTotal_pct = 17.0
gr-total-overflow = 0
antenna_found_initial = 0

[pwr]
p_leak_uw = 0.00308
power.total_uw = 1020
p_per_area_nw_per_um2 = 171
ir_drop_uv = 319

[job]
warnings = 34
drv_cap = 0

[worst_hold_path]
hold_class = "input port to output pin"
cell type report:
type / count / share of cell area (%)
inverter: 124 / 7.80
multi-input combinational: 518 / 75.4
tap: 220 / 4.61
timing repair buffer: 73 / 12.2
placed cells by master (no fill, tap or decap), types with 3 or more instances in the layout:
| cell type | instances |
|---|---|
| xor2_1 | 3 |
| and3_1 | 5 |
| nor2_1 | 49 |
| o211ai_1 | 4 |
| ha_1 | 67 |
| and2_1 | 13 |
| nand3_1 | 14 |
| a31oi_1 | 3 |
| nor2b_1 | 5 |
| nand2_1 | 138 |
| clkdlybuf4s50_1 | 71 |
| inv_1 | 124 |
| fa_1 | 84 |
| a21oi_1 | 24 |
| a21o_1 | 15 |
| nand2b_1 | 8 |
| o21ai_0 | 18 |
| and3_2 | 4 |
| xnor2_1 | 11 |
| mux2i_1 | 6 |
| a211oi_1 | 5 |
| o22a_1 | 3 |
metrics by stage:
stage,area (um2),hold slack [ps]
after floorplan,5140,8790
after global placement,5970,9790
after global routing,5970,9860
after CTS,5970,9780
after detailed placement,5970,9780
final,5970,9770
per-layer routing:
layer	up-vias	GRT usage, %	wire length, um
met4	0	2.75	240
met5	-	0	0
met2	116	25.7	6260
li1	2187	-	-
met3	14	2.97	773
met1	2045	26.2	6450
cell usage after synthesis (3+ instances only):
cell	n
and2_1	13
fa_1	84
clkbuf_1	9
o22a_1	3
a21o_1	15
mux2i_1	6
a21oi_1	24
buf_6	6
a211oi_1	5
o21ai_0	18
nor2_1	49
ha_1	67
buf_2	7
inv_1	124
nor2b_1	5
o211ai_1	4
a31oi_1	3
xnor2_1	11
nand2b_1	8
and3_1	5
nand2_1	138
xor2_1	3
nand3_1	14
and3_2	4
worst max-delay path, stage by stage:
cell and delay (ps):
clkdlybuf4s50_1 790, nor2_1 110, nand2_1 610, nand2_1 110
a31oi_1 610, nand3_1 210, fa_1 610, fa_1 460
fa_1 570, inv_1 60, fa_1 470, inv_1 50
fa_1 470, inv_1 40, ha_1 350, a21oi_1 210
o211ai_1 150, a31oi_1 310, a21oi_1 140, xnor2_1 160
o21ai_0 220, clkdlybuf4s50_1 510
kinds of logic (layout without fill, tap and decap cells):
kind of cell    count (synthesis)  in the layout  synth area share [%]
simple gates                  255            255                  22.4
fa+ha+maj                     151            151                  49.0
buf+inv                       150            197                  12.5
compound gates                 91             91                  12.4
xor+xnor                       14             14                  2.39
mux                             6              6                  1.17
other cells                     1              1                0.0729
final timing paths:
check / from / to / depth (start not counted)
worst max-delay path: a[22] / ris[17] / 22
worst min-delay path: b[0] / ris[6] / 8
power by group:
part           internal (uW)  switching (uW)  leakage [uW]
Combinational            527             494       0.00308
Sequential                 0               0             0
Clock                      0               0             0
Total                    527             494       0.00308
Power figures rest on the tool's default switching activity, not on a simulated workload.
