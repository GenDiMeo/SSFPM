File: ./design.v
module MMssm_corr2_n23_m16(a, b, ris);
input wire [22:0] a;
input wire [22:0] b;
output wire [25:0] ris;
wire alfa_a, alfa_b;
reg  [15:0] assm, bssm;
assign alfa_a = (a[22] || a[21] || a[20] || a[19] || a[18] || a[17] || a[16]);
assign alfa_b = (b[22] || b[21] || b[20] || b[19] || b[18] || b[17] || b[16]);
always@* begin
    case({alfa_a,alfa_b})
        2'b00 : assm <= a[15:12];
        2'b01 : assm <= a[15:12];
        2'b10 : assm <= a[22:19];
        default: assm <= a[22:15];
    endcase
end
always@* begin
    case({alfa_a,alfa_b})
        2'b00 : bssm <= b[15:11];
        2'b01 : bssm <= b[22:18];
        2'b10 : bssm <= b[15:11];
        default: bssm <= b[22:15];
    endcase
end
reg [15:0] assum,bssum;
always@* begin
    case({alfa_a,alfa_b})
        2'b00 : assum <= a[15:0];
        2'b01 : assum <= a[15:7];
        2'b10 : assum <= a[22:7];
        default: assum <= a[22:7];
    endcase
end
always@* begin
    case({alfa_a,alfa_b})
        2'b00 : bssum <= b[15:0];
        2'b01 : bssum <= b[22:7];
        2'b10 : bssum <= b[15:7];
        default: bssum <= b[22:7];
    endcase
end
wire f11;
assign f11= alfa_a && alfa_b;
wire [17:0] correction_MSP;
assign correction_MSP = {(((a[14] && b[22]) || (b[14] && a[22])) && f11), (((a[14] && b[21]) || (b[14] && a[21])) && f11), 6'd0};
wire [17:0] mac_ssm;
assign mac_ssm = assm*   bssm + assum + bssum + correction_MSP;
assign ris = ({alfa_a, alfa_b}==2'd0)? {mac_ssm,1'd0} : {mac_ssm, 8'd0};
endmodule
File: ./run.sh
#!/bin/bash
# OpenROAD 26Q1-2900-gdf79404cd8, Yosys 0.63+post, stock flow scripts
make -C /OpenROAD-flow-scripts/flow DESIGN_CONFIG=/design/flow/config.mk WORK_HOME=/design/flow/orfs finish
File: ./config.mk
export PLATFORM = sky130hd
export DESIGN_NAME = MMssm_corr2_n23_m16
export DESIGN_NICKNAME = MMssm_corr2_n23_m16
export VERILOG_FILES = /design/flow/design.v
export SDC_FILE = /design/flow/constraint.sdc
export NUM_CORES = 4
export LEC_CHECK = 1
export CORE_UTILIZATION = 30
File: ./constraint.sdc
current_design MMssm_corr2_n23_m16

set clk_period 20.2
set clk_io_pct 0.2

create_clock -name clk0 -period $clk_period

set non_clock_inputs [all_inputs -no_clocks]
set_input_delay [expr $clk_period * $clk_io_pct] -clock clk0 $non_clock_inputs
set_output_delay [expr $clk_period * $clk_io_pct] -clock clk0 [all_outputs]
==> notes.md <==
For the count of instances resized after the clock tree is built, the log shows 0. Per the final report, max-transition violations number 0. The OpenROAD warning count came out at 32. Per the timing report, the biggest fanout along the worst path comes to 18. For the worst setup path, the data required time is 16,160 ps. The logs give 52 for the count of different cell masters after synthesis and 43 for the pin count of the biggest net entering global routing. The run gives 6 for the number of buffer and inverter stages on the critical path. The critical path in the final layout is reported with a setup slack of 4410 ps. Sequential cells placed in the final layout were counted as 0. Total die area: 0.0140 mm². Setup repair after global routing left no endpoint under its margin. The die is 118 µm tall. The number of hold buffers added after CTS was 0. The tools report the overall routing resource usage as 17.2%.

The cell area that synthesis handed to floorplanning was 0.00406 mm². The post-route netlist has 3.36% of its cells at a drive strength greater than 1. The final layout contains routed wiring with a total length of 11,100 µm.

Of the available clock period, the critical path in the final layout requires 78.2%. For the total cell area reported by yosys after synthesis, the log shows 0.00406 mm². Detailed-route iteration 0 reported a violation count of 200.

By instance count, the cell type seen most on the critical path is fa_1. The area taken by multi-input combinational cells is reported as 0.00357 mm². The area of the core was 0.0132 mm²; the remaining number of nets flagged by the antenna check after routing was 0. The logs give 2.44 nW for the leakage power and 511 for the post-synthesis cell count from yosys.

The report lists the number of standard-cell rows as 42. After synthesis, the mean cell area works out to 7.94 µm². RePlAce ended its routability-driven mode at a weighted congestion of 0.904. Buffers placed on the I/O ports in this run total 71. Setup violations remaining at the end of the flow were counted as 0. The wire-length estimate of the detail-placed layout is 9710 µm. In this run the post-CTS setup repair buffer count came out at 0.

For the number of violations of the max-capacitance limit, the log shows 0. The kind of critical path is primary input to output port. The via count of the first global-routing pass came out at 3,571.

For the pin with the worst max-slew slack, the measured transition is 601 ps. The number of antenna violations at the first check in global routing is 0. The run gives 1 for the warning count from the yosys run. The worst slack at placement was 4390 ps; the wire length of the first global-routing pass was 18,400 µm.

The logs give 1,340 for the number of fill cells in the layout and 511 for the synthesized instance count. The post-layout minimum cycle time is 15,790 ps, and the overall power after layout is 755 µW. Per the detail_route report, vias per standard cell equal 4.84. Per the detail_route report, the via count comes to 3,588. According to the hold report, the worst path is of the primary input to output port type. The iteration count recorded for the first detailed-route pass is 4.

STA classifies the critical path startpoint as a primary input. Measured against its own limit, the worst slew margin works out to 59.6%. The fmax was 0.0633 GHz. Among cell families on the critical path, the largest total delay comes from adder cells. With the areal power density over the cells at 154 mW/mm², the area added between synthesis and finish is 21.1%. The peak supply drop is 0.136 mV.

With the core utilization at floorplan at 30.7%, the sum of negative setup slack is 0 ps. In this run the horizontal extent of the chip is 118 µm. Clock buffers in the final layout number 0. Sequential elements use 0% of the synthesized area. Dividing the detail-routed wire length by the instance count gives 15.0 µm. Among all stages on the critical path, the maximum delay recorded is 680 ps.

The final timing report lists a hold violation count of 0. The report lists the cells along the critical path as clkdlybuf4s50_1 > or4_4 > nor4_4 > nor2_1 > buf_4 > nor2_1 > o22a_1 > nand2_1 > fa_1 > fa_1 > fa_1 > inv_1 > fa_1 > inv_1 > fa_1 > inv_1 > ha_1 > o211ai_1 > o21ai_0 > o2111ai_1 > a211o_1 > a211o_1 > o211ai_1 > clkdlybuf4s50_1. Recorded from the global router log, the overflow total was 0. For the worst slack on hold paths, the log shows 9340 ps.

The kind of end point of the critical path is an output port. The logs give 0 for the number of antenna cells inserted and 11,750 ps for the endpoint arrival time on the critical path. In the routed design, unresolved DRC markers number 0.

The cell type of the slowest stage on the worst timing path was clkdlybuf4s50_1. The flow ran to the end, and the final reports show no timing, DRC or antenna violations. In this run the count of I/O pins placed on the die edge is 72. Per the layout area report, the register area comes to 0 µm².
layer usage:
metal  routed length (µm)  vias to the layer above  global-route usage (%)
li1                     -                     1748                       -
met1                 5190                     1739                    26.4
met2                 5280                       91                    27.1
met3                  498                       10                    2.17
met4                  157                        0                    2.24
met5                    0                        -                       0
cell families after synthesis:
| group | count (synthesis) | synth area share (%) |
|---|---|---|
| compound gates | 76 | 13.1 |
| xor+xnor | 11 | 2.38 |
| fa+ha+maj | 119 | 48.9 |
| buf+inv | 123 | 12.0 |
| mux | 11 | 2.75 |
| other cells | 1 | 0.0925 |
| simple gates | 170 | 20.7 |
path summary, 6_finish.rpt:
kind,start,end,slack (ps),cells past startpoint
setup / recovery,a[21],ris[18],4410,24
hold / removal,b[0],ris[8],9340,7
cells in the final DEF, fill, tap and decap left out, types with 2 or more instances in the layout:
master | synthesis | layout
a21oi_1 | 19 | 19
ha_1 | 53 | 53
a21o_1 | 13 | 13
xnor2_1 | 8 | 8
or4_4 | 3 | 3
xor2_1 | 3 | 3
a211o_1 | 2 | 2
fa_1 | 66 | 66
o211ai_1 | 3 | 3
nand4_1 | 2 | 2
o2111ai_1 | 2 | 2
a211oi_1 | 3 | 3
nor2_1 | 12 | 12
and2_1 | 19 | 19
buf_4 | 4 | 4
and3_1 | 15 | 15
nor3_1 | 5 | 5
clkdlybuf4s50_1 | 0 | 71
nand2b_1 | 4 | 4
o21bai_1 | 2 | 2
a31oi_1 | 4 | 4
mux2i_1 | 10 | 10
nand3_1 | 16 | 16
o22a_2 | 3 | 3
a22oi_1 | 2 | 2
inv_1 | 102 | 102
o21a_1 | 5 | 5
nor2b_1 | 2 | 2
nand2_1 | 83 | 83
a21boi_0 | 2 | 2
o21ai_0 | 7 | 7
o22a_1 | 2 | 2
layout make-up:
cell class,instances,area share (%)
inverters,102,7.80
repair buffers,75,15.1
multi-input cells,388,72.6
well taps,176,4.48
cells in the mapped netlist (2+ instances only):
cell	number	area, µm²
o2111ai_1	2	17.5
o22a_2	3	30.0
a211oi_1	3	22.5
and3_1	15	93.8
inv_1	102	383
nor2_1	12	45.0
mux2i_1	10	100
o21a_1	5	37.5
xor2_1	3	26.3
ha_1	53	663
nand3_1	16	80.1
nand4_1	2	12.5
or4_4	3	33.8
nand2b_1	4	25.0
a22oi_1	2	15.0
a21o_1	13	97.6
o22a_1	2	17.5
xnor2_1	8	70.1
nor2b_1	2	12.5
a21boi_0	2	15.0
and2_1	19	119
a21oi_1	19	95.1
nand2_1	83	312
clkbuf_1	13	48.8
buf_4	4	30.0
nor3_1	5	25.0
o21bai_1	2	15.0
buf_2	3	15.0
a211o_1	2	17.5
o21ai_0	7	35.0
o211ai_1	3	22.5
a31oi_1	4	25.0
fa_1	66	1320
stage by stage:
step           utilization, %  cell area [µm²]  std cells
2_1_floorplan               -             4060        511
3_3_place_gp             37.2             4910        741
3_5_place_dp             37.2             4910        741
4_1_cts                  37.2             4910        741
5_1_grt                  37.2             4910        741
6_report                 37.2             4910        741
power by group:
| part | leakage (nW) | switching (mW) | internal, mW |
|---|---|---|---|
| logic | 2.44 | 0.351 | 0.404 |
| clock network | 0 | 0 | 0 |
| registers | 0 | 0 | 0 |
No activity file was given, so power comes from the tool's default toggle rates.
