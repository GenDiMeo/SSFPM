==> flow/design.v <==
module FPmult_opt_pipe_SSM(X,Y,M, clk,nrst);
parameter N=32; 
parameter Ne=8; 
parameter Nm=23; 
parameter offset_param = 2**(Ne-1)-1;
input clk, nrst;
input  wire [N-1:0] X,Y;
output wire [N-1:0] M;
wire signX, signY;
wire [Ne-1:0] esX, esY;
assign signX=X[N-1]; 
assign signY=Y[N-1];
assign esX=X[N-2:(N-2)-Ne+1]; 
assign esY=Y[N-2:(N-2)-Ne+1];
wire [Nm-1:0] mX_tmp, mY_tmp;
assign mX_tmp=X[(N-2)-Ne:0]; 
assign mY_tmp=Y[(N-2)-Ne:0];
parameter Nm_tmp=Nm+1;
wire [(Nm+3)-1:0] mM_tmp;
wire sel;
wire [(Nm+2)-1:0]mM_tmp2;
reg [(Nm+2)-1:0] mM_FF;
reg sel_FF;
MMssm_n23_m12 Mult (.a(mX_tmp), .b(mY_tmp), .ris(mM_tmp)); 
assign sel = mM_tmp[(Nm+3)-1] || mM_tmp[(Nm+3)-2]; 
always@(posedge clk or negedge nrst)begin
    if(nrst==1'b0)
        mM_FF<={(Nm+2){1'b0}};
    else
        mM_FF<={~mM_tmp[(Nm+3)-2],mM_tmp[(Nm+3)-3:0]};
end
always@(posedge clk or negedge nrst)begin
    if(nrst==1'b0)
        sel_FF<=1'b0;
    else
        sel_FF<=sel;
end
assign mM_tmp2 = mM_FF + {sel_FF,~sel_FF};
assign M[Nm-1:0] = (sel_FF==1'b1)? mM_tmp2[(Nm+2)-1:2] : mM_tmp2[(Nm+2)-2:1]; 
wire [Ne-1:0] esM_tmp;
wire [Ne-1:0] exp_offset;
reg [Ne-1:0] esM_FF;
assign exp_offset = offset_param;
assign esM_tmp = esX + esY - exp_offset;
always@(posedge clk or negedge nrst)begin
    if(nrst==1'b0)
        esM_FF<={Ne{1'b0}};
    else
        esM_FF<=esM_tmp;
end
assign M[N-2:Nm] = esM_FF + sel_FF;
wire s_tmp;
reg s_FF;
assign s_tmp=signX ^ signY;
always@(posedge clk or negedge nrst)begin
    if(nrst==1'b0)
        s_FF<=1'b0;
    else
        s_FF<=s_tmp;
end
assign M[N-1] = s_FF;
endmodule
module MMssm_n23_m12(a, b, ris);
input wire [22:0] a;
input wire [22:0] b;
output wire [25:0] ris;
wire alfa_a, alfa_b;
reg  [11:0] assm, bssm;
assign alfa_a = (a[22] || a[21] || a[20] || a[19] || a[18] || a[17] || a[16] || a[15] || a[14] || a[13] || a[12]);
assign alfa_b = (b[22] || b[21] || b[20] || b[19] || b[18] || b[17] || b[16] || b[15] || b[14] || b[13] || b[12]);
always@* begin
    case({alfa_a,alfa_b})
        2'b00 : assm <= 12'd0;
        2'b01 : assm <= 12'd0;
        2'b10 : assm <= 12'd0;
        default: assm <= a[22:17];
    endcase
end
always@* begin
    case({alfa_a,alfa_b})
        2'b00 : bssm <= b[11];
        2'b01 : bssm <= b[22];
        2'b10 : bssm <= b[11];
        default: bssm <= b[22:17];
    endcase
end
reg [11:0] assum,bssum;
always@* begin
    case({alfa_a,alfa_b})
        2'b00 : assum <= a[11:0];
        2'b01 : assum <= a[11];
        2'b10 : assum <= a[22:11];
        default: assum <= a[22:11];
    endcase
end
always@* begin
    case({alfa_a,alfa_b})
        2'b00 : bssum <= b[11:0];
        2'b01 : bssum <= b[22:11];
        2'b10 : bssum <= b[11];
        default: bssum <= b[22:11];
    endcase
end
wire [13:0] mac_ssm;
assign mac_ssm = assm*   bssm +assum+bssum;
assign ris = ({alfa_a, alfa_b}==2'd0)? {mac_ssm,1'd0} : {mac_ssm, 12'd0};
endmodule
==> flow/run.sh <==
#!/bin/bash
# OpenROAD 26Q1-2900-gdf79404cd8, Yosys 0.63+post, stock flow scripts
make -C /OpenROAD-flow-scripts/flow DESIGN_CONFIG=/design/flow/config.mk WORK_HOME=/design/flow/orfs finish
==> flow/config.mk <==
export PLATFORM = sky130hd
export DESIGN_NAME = FPmult_opt_pipe_SSM
export DESIGN_NICKNAME = FPmult_opt_pipe_SSM
export VERILOG_FILES = /design/flow/design.v
export SDC_FILE = /design/flow/constraint.sdc
export NUM_CORES = 4
export LEC_CHECK = 1
export CORE_UTILIZATION = 30
==> flow/constraint.sdc <==
current_design FPmult_opt_pipe_SSM

set clk_period 7.5
set clk_io_pct 0.2

create_clock -name clk0 -period $clk_period [get_ports {clk}]

set non_clock_inputs [all_inputs -no_clocks]
set_input_delay [expr $clk_period * $clk_io_pct] -clock clk0 $non_clock_inputs
set_output_delay [expr $clk_period * $clk_io_pct] -clock clk0 [all_outputs]
==> results.yml <==
# synthesis and place-and-route metrics
cts:
  numCtsBuffers: 5
  post_cts_buffers: 0
  clock_sinks: 34
  cts-resized-gates: 0
  cts_max_path_buffers: 2
  root_buffer: "clkbuf_16"
  holdBufCountCts: 0
  clkSlewWorstSetupHoldPaths_ns: 0.05
  cts_tree: "yes"
  htree_levels: 2
placement:
  dpl_cell_area_um2: 5558
  hpwl_mm: 8.707
  port_buffers: 97
  place_congestion: 0.8693
die:
  row_count: 44
  die_y_um: 123.6
  core_um2: 14480
  die_w_um: 123.6
  io_pins: 98
  fp_util_pct: 30.64
  dieArea_um2: 15280
critical_path:
  critPathLaunchType: "primary input"
  setup.worst_path.end_class: "flip-flop"
  worst-setup-path-type: "primary input to flip-flop"
  crit_required_ns: 7.65
  crit_fanout: 8
  cp.arrival_ns: 7.19
routing:
  first_iter_violations: 137
  drc: 0
  met3WireLength_um: 734
  wl_mm: 10.38
  top_layer: "met4"
  met2_length_mm: 4.676
  met1_length_mm: 4.876
  drt-wirelength-per-cell_um: 13.02
  viasPerCell: 4.917
  antenna_cells: 0
  first_pass_iters: 4
  vias: 3919
  ant_nets: 0
timing:
  relSlewSlack_pct: 60.51
  worstMarginPinSlew_ns: 0.5917
  finalCritPeriodShare_pct: 93.80
  setup_viol: 0
  layout_min_cycle_time_ns: 7.035
  drv_slew: 0
  setup_tns_ns: 0
  clock.fmax_mhz: 142.2
  rsz0062_at_grt: "false"
  hold_viol: 0
grt:
  overflow: 0
  grt_antenna_before_repair: 0
  grt_pass1_wl_mm: 17.24
  grt_pass1_vias: 3690
  grt_max_degree: 46
  grt_use_total_pct: 14.46
power_and_ir_drop:
  p_int_mw: 0.8826
  p_comb_share_pct: 68.8
  power_density_nw_per_um2: 273.5
  p_clk_share_pct: 12.0
  p_sw_mw: 0.6763
  p_seq_share_pct: 19.2
  switching_share_pct: 43.39
  cellLeakagePower_nw: 2.562
  peakVddDrop_uv: 123.5
synth:
  synthCells: 522
  synth_warnings: 2
  edf_count: 0
  ys_seq_share_pct: 19.18
  netlist_area_um2: 4437
  async_flop_share_pct: 100.0
  synth.avg_cell_area_um2: 8.500
  ys_ff: 34
  ff_type: "dfrtp_1"
  ys_cells: 522
  netlist-cell-type-count: 56
  ys_area_um2: 4437
run:
  maxCapViolations: 0
  warnings: 25
cells_and_area:
  drive_gt1_share_pct: 4.568
  postLayoutCellArea_um2: 5699
  regArea_um2: 850.8
  area_growth_syn_to_layout_pct: 28.45
  lay_top_count: "clkdlybuf4s50_1"
  fillers: 1406
  layout.cells.most_common_list: "clkdlybuf4s50_1, nand2_1, nor2_1, ha_1"
  comb_area_um2: 3309
outcome:
  outcome: "completed"
hold_path:
  hold_class: "primary input to asynchronous set/reset pin"
-- registers in the layout, summed over array words and instances (netlist names) --
| signal | cells |
|---|---|
| mM_FF | 24 |
| s_FF | 1 |
| esM_FF | 8 |
| sel_FF | 1 |
-- cell type report --
class | count | share of cell area [%]
inverter | 46 | 3.030
clock buffer | 5 | 2.195
clock inverter | 2 | 0.1756
multi-input combinational | 425 | 58.07
sequential | 34 | 14.93
timing repair buffer | 101 | 17.56
tap | 184 | 4.040
-- per-stage QoR --
step | hold slack [ns] | power, mW | util, % | setup slack, ns | instances
2_1_floorplan | 1.204 | 1.020 | - | 1.223 | 522
3_3_place_gp | 1.924 | 1.372 | 38.39 | 0.3333 | 790
3_5_place_dp | 1.939 | 1.384 | 38.39 | 0.1999 | 790
4_1_cts | 1.650 | 1.577 | 39.32 | 0.4376 | 797
5_1_grt | 1.663 | 1.739 | 39.36 | 0.01319 | 797
6_report | 1.627 | 1.559 | 39.36 | 0.4653 | 797
-- synth_stat cells, types with 7 or more instances --
| library cell | instances | share of area (%) |
|---|---|---|
| nand2_1 | 51 | 4.3 |
| nor2_1 | 49 | 4.1 |
| ha_1 | 47 | 13 |
| a21oi_1 | 46 | 5.2 |
| inv_1 | 46 | 3.9 |
| dfrtp_1 | 34 | 19 |
| fa_1 | 31 | 14 |
| and2_1 | 27 | 3.8 |
| xor2_1 | 19 | 3.8 |
| o21ai_0 | 16 | 1.8 |
| xnor2_1 | 16 | 3.2 |
| a21o_1 | 14 | 2.4 |
| nor3_1 | 14 | 1.6 |
| nand3_1 | 12 | 1.4 |
| mux2i_1 | 8 | 1.8 |
| clkbuf_1 | 7 | 0.59 |
-- cell families after synthesis --
| logic type | share of synthesized area (%) |
|---|---|
| XOR/XNOR | 6.909 |
| multiplexers | 2.566 |
| AND/OR/NAND/NOR | 20.64 |
| buffers and inverters | 6.430 |
| flip-flops | 19.18 |
| AND-OR/OR-AND | 17.03 |
| adder cells (fa/ha/maj) | 27.24 |
-- worst max-delay path, stage by stage --
cell and delay (ns):
clkdlybuf4s50_1 0.53, nor4_1 0.41, nand3_1 0.21, mux2i_1 0.17
nand2b_1 0.18, fa_1 0.37, inv_1 0.07, ha_1 0.23
ha_1 0.23, fa_1 0.41, a21o_1 0.20, a21oi_1 0.21
o21ai_0 0.17, o41ai_1 0.33, xor2_1 0.15, fa_1 0.55
inv_1 0.04, ha_1 0.36, nand2_1 0.06, o21ai_0 0.22
inv_1 0.09, o211ai_1 0.12, xnor2_1 0.11, mux2_2 0.27
-- worst max-delay path by stage --
stage     startpoint  slack [ns]   endpoint
6_report       X[22]        0.47  mM_FF[13]
5_1_grt        X[22]        0.01  mM_FF[13]
4_1_cts        X[22]        0.44  mM_FF[13]
-- per-layer routing --
metal | vias up | track usage, %
li1 | 1985 | -
met1 | 1812 | 21.99
met2 | 116 | 22.40
met3 | 6 | 3.318
met4 | 0 | 0.9789
met5 | - | 0
-- power groups by stage --
stage,sequential (mW),clock (mW),combinational (mW)
CTS,0.298,0.191,1.09
global route,0.309,0.201,1.23
finish,0.299,0.187,1.07
Power figures rest on the tool's default switching activity, not on a simulated workload.
